## flow/run.sh

```bash
#!/bin/bash
# OpenROAD 26Q1-2900-gdf79404cd8, Yosys 0.63+post, stock flow scripts
make -C /OpenROAD-flow-scripts/flow DESIGN_CONFIG=/design/flow/config.mk WORK_HOME=/design/flow/orfs finish
```

## flow/config.mk

```make
export PLATFORM = sky130hd
export DESIGN_NAME = fulladd_64
export DESIGN_NICKNAME = fulladd_64
export VERILOG_FILES = /design/flow/design.v
export SDC_FILE = /design/flow/constraint.sdc
export NUM_CORES = 4
export LEC_CHECK = 1
export CORE_UTILIZATION = 40
```

## flow/constraint.sdc

```tcl
current_design fulladd_64

set clk_period 16.7
set clk_io_pct 0.2

create_clock -name clk0 -period $clk_period

set non_clock_inputs [all_inputs -no_clocks]
set_input_delay [expr $clk_period * $clk_io_pct] -clock clk0 $non_clock_inputs
set_output_delay [expr $clk_period * $clk_io_pct] -clock clk0 [all_outputs]
```

## flow/design.v

```verilog
module fulladd_16(a,b,cin,sum,cout);
input [15:0]a,b;
output [15:0]sum;
output cout;
input cin;
wire [14:0]c;
assign c[0]=(a[0]&b[0])|(cin&b[0])|(a[0]&cin);
assign sum[0]=a[0]^b[0]^cin;
assign c[1]=(a[1]&b[1])|(c[0]&b[1])|(a[1]&c[0]);
assign sum[1]=a[1]^b[1]^c[0];
assign c[2]=(a[2]&b[2])|(c[1]&b[2])|(a[2]&c[1]);
assign sum[2]=a[2]^b[2]^c[1];
assign c[3]=(a[3]&b[3])|(c[2]&b[3])|(a[3]&c[2]);
assign sum[3]=a[3]^b[3]^c[2];
assign c[4]=(a[4]&b[4])|(c[3]&b[4])|(a[4]&c[3]);
assign sum[4]=a[4]^b[4]^c[3];
assign c[5]=(a[5]&b[5])|(c[4]&b[5])|(a[5]&c[4]);
assign sum[5]=a[5]^b[5]^c[4];
assign c[6]=(a[6]&b[6])|(c[5]&b[6])|(a[6]&c[5]);
assign sum[6]=a[6]^b[6]^c[5];
assign c[7]=(a[7]&b[7])|(c[6]&b[7])|(a[7]&c[6]);
assign sum[7]=a[7]^b[7]^c[6];
assign c[8]=(a[8]&b[8])|(c[7]&b[8])|(a[8]&c[7]);
assign sum[8]=a[8]^b[8]^c[7];
assign c[9]=(a[9]&b[9])|(c[8]&b[9])|(a[9]&c[8]);
assign sum[9]=a[9]^b[9]^c[8];
assign c[10]=(a[10]&b[10])|(c[9]&b[10])|(a[10]&c[9]);
assign sum[10]=a[10]^b[10]^c[9];
assign c[11]=(a[11]&b[11])|(c[10]&b[11])|(a[11]&c[10]);
assign sum[11]=a[11]^b[11]^c[10];
assign c[12]=(a[12]&b[12])|(c[11]&b[12])|(a[12]&c[11]);
assign sum[12]=a[12]^b[12]^c[11];
assign c[13]=(a[13]&b[13])|(c[12]&b[13])|(a[13]&c[12]);
assign sum[13]=a[13]^b[13]^c[12];
assign c[14]=(a[13]&b[14])|(c[13]&b[14])|(a[14]&c[13]);
assign sum[14]=a[14]^b[14]^c[13];
assign cout=(a[15]&b[15])|(c[14]&b[15])|(a[15]&c[14]);
assign sum[15]=a[15]^b[15]^c[14];
endmodule
module fulladd_64(a,b,out,cout);
input [63:0]a,b;
output[63:0]out;
output cout;
wire c0,c1,c2;
assign c0=1'b0;
fulladd_16 f0(a[15:0],b[15:0],c0,out[15:0],c1);
fulladd_16 f1(a[31:16],b[31:16],c1,out[31:16],c2);
fulladd_16 f2(a[47:32],b[47:32],c2,out[47:32],c3);
fulladd_16 f3(a[63:48],b[63:48],c3,out[63:48],cout);
endmodule
```

==> deck_impl_summary.md <==
Flow Results at a Glance

Floorplanning
  – Ports: 193
  – Cell Rows: 20
  – Starting Density: 42.8%
  – Die H: around 60 µm
  – Die width: slightly below 60 µm

Synthesis
  – Yosys cell count: 83
  – Distinct cells, synth: 8
  – Max-area cell share: between 80% and 90%
  – Ys Warns: 1
  – Top cells by area, synth: fa_1 (89%), xnor2_1 (5.3%), nor2_1 (1.7%)
  – Post-Syn Area per Cell: about 16 µm²
  – Synth Instances: just over 80
  – Post-Synthesis Cell Area: 1330 µm²
  – Chip area in the Yosys report: about 1300 µm²
  – Register share after synthesis: 0%
  – Cell taking the most area after synthesis: fa_1

Run status
  – Stop err: [ERROR GPL-0301] Utilization 115.143 % exceeds 100%.
  – Outcome: aborted with a tool error
  – Fail Step: 3_3_place_gp

Placement
  – # port buffers: about 190
[kinds of logic after synthesis]
group	share of synthesized area, %
adders and majority gates	89.8
buffers and inverters	1.13
xor gates and xnor gates	5.27
and+or+nand+nor	1.69
AOI/OAI and AO/OA	2.07
[Yosys cell counts]
master,number
a21o_1,1
ha_1,1
nor2_1,6
o21ai_0,1
xnor2_1,8
a21oi_1,3
inv_1,4
fa_1,59
